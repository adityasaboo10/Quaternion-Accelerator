==> ./design.v <==
module FIFO (
    input clk,
    input reset,
    input write_en,
    input read_en,
    input [15:0] in0, in1, in2, in3,
    input [15:0] in4, in5, in6, in7,
    output reg [15:0] out0, out1, out2, out3,
    output reg [15:0] out4, out5, out6, out7,
    output reg full,
    output reg empty
);
    reg [15:0] mem0[7:0], mem1[7:0], mem2[7:0], mem3[7:0];
    reg [15:0] mem4[7:0], mem5[7:0], mem6[7:0], mem7[7:0];
    reg [2:0] write_ptr = 0, read_ptr = 0;
    reg [3:0] fifo_count = 0;
    always @(posedge clk or posedge reset) begin
        if (reset) begin
            write_ptr <= 0; read_ptr <= 0;
            fifo_count <= 0;
            full <= 0; empty <= 1;
            out0 <= 1; out1 <= 0; out2 <= 0; out3 <= 0;
            out4 <= 1; out5 <= 0; out6 <= 0; out7 <= 0;
        end else begin
            if (write_en && !full) begin
                mem0[write_ptr] <= in0;
                mem1[write_ptr] <= in1;
                mem2[write_ptr] <= in2;
                mem3[write_ptr] <= in3;
                mem4[write_ptr] <= in4;
                mem5[write_ptr] <= in5;
                mem6[write_ptr] <= in6;
                mem7[write_ptr] <= in7;
                write_ptr <= (write_ptr == 7) ? 0 : write_ptr + 1;
            end
            if (read_en && !empty) begin
                out0 <= mem0[read_ptr];
                out1 <= mem1[read_ptr];
                out2 <= mem2[read_ptr];
                out3 <= mem3[read_ptr];
                out4 <= mem4[read_ptr];
                out5 <= mem5[read_ptr];
                out6 <= mem6[read_ptr];
                out7 <= mem7[read_ptr];
                read_ptr <= (read_ptr == 7) ? 0 : read_ptr + 1;
            end
            case ({write_en && !full, read_en && !empty})
                2'b10: fifo_count <= fifo_count + 1;
                2'b01: fifo_count <= fifo_count - 1;
                default: fifo_count <= fifo_count;
            endcase
            full <= (fifo_count == 8);
            empty <= (fifo_count == 0);
        end
    end
endmodule
==> ./run.sh <==
#!/bin/bash
# OpenROAD 26Q1-2900-gdf79404cd8, Yosys 0.63+post, stock flow scripts
make -C /OpenROAD-flow-scripts/flow DESIGN_CONFIG=/design/flow/config.mk WORK_HOME=/design/flow/orfs finish
==> ./config.mk <==
export PLATFORM = sky130hd
export DESIGN_NAME = FIFO
export DESIGN_NICKNAME = FIFO
export VERILOG_FILES = /design/flow/design.v
export SDC_FILE = /design/flow/constraint.sdc
export NUM_CORES = 4
export LEC_CHECK = 1
export CORE_UTILIZATION = 40
==> ./constraint.sdc <==
current_design FIFO

set clk_period 13.2
set clk_io_pct 0.2

create_clock -name clk0 -period $clk_period [get_ports {clk}]

set non_clock_inputs [all_inputs -no_clocks]
set_input_delay [expr $clk_period * $clk_io_pct] -clock clk0 $non_clock_inputs
set_output_delay [expr $clk_period * $clk_io_pct] -clock clk0 [all_outputs]
==> qor.yml <==
worst_setup_path:
  critPathArrivalTime_ns: 6.05
  worst-endpoint-required_ns: 13.52
  crit_path_start_kind: "primary input"
  critical_path.max_fanout: 39
  worst_setup_path_end_kind: "flip-flop"
  criticalPathCategory: "in -> reg"
  critPathSlowestCell: "buf_4"
  cp_slowest_stage_delay_ns: 0.63
  cp_common_cell: "buf_4"
  crit_path_cell_trace: "clkdlybuf4s50_1 > nand2b_1 > nor2_1 > and3_4 > buf_4 > buf_4 > buf_4"
pwr:
  vdd_ir_drop_max_v: 0.000169
  power_density_nw_per_um2: 214
  power_leakage_uw: 0.0165
detailed_routing:
  ant_nets: 0
  drt-total-wl_microns: 104000
  route.detailed.vias_per_inst: 5.57
  drt_iter0_markers: 1424
  remaining_drc_errors: 0
  routedWlPerCell_microns: 24.7
  detailedRoute.firstPassIterationCount: 7
  number_of_vias_in_the_routed_layout: 23300
placement:
  dpl.hpwl_microns: 58600
  io_buffers: 261
  gp_congestion: 0.801
finish:
  post_route_cells_drive_above_1_share: 0.137
  area_growth_syn_to_layout_pct: 18.0
  final_core_util: 0.479
sta:
  finalClockPeriodUsage: 0.435
  final.min_clock_period_ns: 5.74
  setup_violators_final: 0
  max_transition_viols_final: 0
  final_hold_viol_count: 0
  worstMarginPinSlew_ns: 0.954
  post_route_skew_ns: 0.0226
  max_clock_freq_ghz: 0.174
  maxSlewHeadroom: 0.364
  fin_setup_tns_ns: 0
  grt_setup_unrepaired: "false"
floorplan:
  fp.dieH_microns: 330
  core_sq_um: 106000
  die_w_microns: 330
  ios: 262
  row_count: 119
  chip_area_sq_um: 109000
  initial_core_utilization: 0.406
cts:
  ctsHoldBuffers: 0
  clk_latency_ns: 0.70
  numClockSinks: 1164
  cts_made_buffers: 115
  clock_slew_seen_by_the_registers_of_the_worst_setup_and_hold_paths_ns: 0.06
  tritoncts: "yes"
  maximum_level_of_the_cts_h_tree: 3
  max-clock-path-buffers: 3
  post_cts.resized_instances: 0
  cts_root_buf: "clkbuf_16"
  post_cts.repair.setup_buffers: 0
global_routing:
  grt_antenna_before_repair: 11
  grtUsageTotal: 0.210
  grt_remaining_overflow: 0
  first_pass_grt_wire_length_microns: 155000
  number_of_global_route_vias_before_repair: 25100
  grt_max_degree: 112
synth:
  ys_dominant_reg_cell: "edfxtp_1"
  enable_flop_cells: 1024
  postSynthCellCount: 2450
  yosys.cell_count.top_type: "edfxtp_1"
  top_cells_by_area: "edfxtp_1 72%, dfrtp_1 8.0%, a211oi_2 2.0%"
  synth.yosys.chip_area_sq_um: 43000
  synth.yosys.num_cells: 2450
  top_area_cell: "edfxtp_1"
  netlist_top_cells_count: "1024 x edfxtp_1, 204 x nand2_1, 156 x o21ai_1, 137 x dfrtp_1, 108 x a22oi_1"
  syn_area_sq_um: 43000
  postSynth.asyncResetShare: 0.120
  sequential_fraction_of_the_synthesis_area: 0.798
  ys.flops: 1164
  synth_area_per_cell_sq_um: 17.5
  ys_warn_count: 9
  synth_cell_types: 42
  synth.top_cell.area_share: 0.716
flow_run:
  log.warning_count: 38
  max_cap_violations: 0
worst_hold_path:
  timing.hold.worst.class: "reg -> reg"
outcome:
  status: "finished, final reports clean"
worst paths after layout:
kind                                      startpoint                       to  slack, ns  cells past startpoint
max                                         write_en    mem5[5][13]$_DFFE_PP_       7.46                      7
min                        fifo_count[3]$_DFFE_PP0P_          empty$_DFF_PP1_       0.45                      1
max reg2reg                  read_ptr[1]$_DFFE_PP0P_      out7[3]$_DFFE_PP0P_       9.13                      8
min reg2reg                fifo_count[3]$_DFFE_PP0P_          empty$_DFF_PP1_       0.45                      1
max in group asynchronous                      reset  read_ptr[2]$_DFFE_PP0P_       9.52                      3
min in group asynchronous                      reset     out7[14]$_DFFE_PP0P_       2.53                      2
worst max-delay path, delay by kind of cell:
family                 cells  cell delay (ns)
buffers and inverters      4             2.19
AND/OR/NAND/NOR            3             1.13
area by class of cell:
class / instances / area [sq um]
Sequential cell: 1164 / 34300
Antenna cell: 1 / 2.50
Inverter: 8 / 37.5
Clock buffer: 156 / 3170
Tap cell: 1391 / 1740
Multi-Input combinational cell: 1106 / 7970
Clock inverter: 62 / 523
Fill cell: 8439 / 55200
Timing Repair Buffer: 305 / 2980
cell families after synthesis:
group                    count (synthesis)  synth area share
flip-flops                            1164             0.798
adder cells (fa/ha/maj)                 15           0.00437
XOR/XNOR                                 5           0.00102
multiplexers                            75            0.0197
AND-OR/OR-AND                          777             0.136
buffers and inverters                  180            0.0196
AND/OR/NAND/NOR                        234            0.0221
where the power goes:
part | switching [uW] | leakage (uW) | internal, uW | total [uW]
combinational | 1770 | 0.00368 | 1230 | 3000
sequential | 241 | 0.0110 | 4470 | 4710
clock | 1330 | 0.00181 | 1820 | 3150
total | 3340 | 0.0165 | 7510 | 10900
metal layers:
layer / up-vias / wire length, microns / GRT usage
met5: - / 138 / 0.00174
met4: 20 / 2150 / 0.0358
met3: 182 / 14600 / 0.139
met2: 1289 / 51400 / 0.329
met1: 11400 / 35300 / 0.251
li1: 10400 / - / -
per-stage QoR:
stage / total power (uW) / cells / setup slack, ns / hold slack [ns] / area (sq um)
finish: 10900 / 4193 / 7.46 / 0.448 / 50700
global route: 11400 / 4192 / 7.21 / 0.472 / 50700
CTS: 11000 / 4192 / 7.44 / 0.461 / 50700
detailed placement: 7830 / 3974 / 6.71 / 0.437 / 47000
global placement: 7780 / 3974 / 6.72 / 0.441 / 47000
floorplan: 6490 / 2450 / 6.63 / 0.413 / 43000
sequential cells by signal (all words and copies together), names as in the netlist, 4 cells and up:
signal      flops
fifo_count      4
mem0          128
mem1          128
mem2          128
mem3          128
mem4          128
mem5          128
mem6          128
mem7          128
out0           16
out1           16
out2           16
out3           16
out4           16
out5           16
out6           16
out7           16
layout by cell type (no fill, tap or decap), types with 6 or more instances in the layout:
cell type | Yosys | final
a21oi_1 | 75 | 75
a22oi_1 | 108 | 108
a221o_1 | 73 | 73
mux2_2 | 74 | 74
clkinv_2 | 0 | 23
a22o_1 | 74 | 74
a211oi_2 | 70 | 70
o21ai_0 | 104 | 104
clkdlybuf4s50_1 | 0 | 261
and2_4 | 1 | 7
clkinv_1 | 0 | 20
bufinv_16 | 0 | 7
buf_4 | 8 | 41
a222oi_1 | 55 | 55
inv_1 | 7 | 6
clkbuf_16 | 0 | 116
ha_1 | 15 | 10
o21ai_1 | 156 | 156
a221oi_1 | 55 | 55
edfxtp_1 | 1024 | 1024
dfrtp_1 | 137 | 136
nand2_1 | 204 | 204
clkbuf_8 | 0 | 12
clkbuf_1 | 101 | 28
Power figures rest on the tool's default switching activity, not on a simulated workload.
