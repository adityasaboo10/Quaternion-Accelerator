`design/flow/config.mk`:
```
export PLATFORM = sky130hd
export DESIGN_NAME = Algorithmic_Multiplier
export DESIGN_NICKNAME = Algorithmic_Multiplier
export VERILOG_FILES = /design/flow/design.v
export SDC_FILE = /design/flow/constraint.sdc
export NUM_CORES = 4
export LEC_CHECK = 1
export CORE_UTILIZATION = 50
```
`design/flow/constraint.sdc`:
```
current_design Algorithmic_Multiplier

set clk_period 36.4
set clk_io_pct 0.2

create_clock -name clk0 -period $clk_period

set non_clock_inputs [all_inputs -no_clocks]
set_input_delay [expr $clk_period * $clk_io_pct] -clock clk0 $non_clock_inputs
set_output_delay [expr $clk_period * $clk_io_pct] -clock clk0 [all_outputs]
```
`design/flow/design.v`:
```
`timescale 1ns / 1ps
module Adder(
    input signed [15:0] p,
    input signed [15:0] q,
    input signed cin,
    output signed [15:0] sum,
    output signed cout
);
    wire [15:0] t;
    assign t={16{cin}} ^q ;
    wire signed [15:0] carry;
    Full_Adder FA0 (
        .p(p[0]),
        .q(t[0]),
        .cin(cin),
        .sum(sum[0]),
        .cout(carry[0])
    );
    genvar i;
    generate
        for (i = 1; i < 16; i = i + 1) begin : full_adder_chain
            Full_Adder FA (
                .p(p[i]),
                .q(t[i]),
                .cin(carry[i-1]),
                .sum(sum[i]),
                .cout(carry[i])
            );
        end
    endgenerate
    assign cout = carry[15];
endmodule
`timescale 1ns / 1ps
module Full_Adder(   
	input signed p,
    input signed q,
    input signed cin,
    output signed cout,
    output signed sum
    );
    wire signed w1, w2, w3, w4;
    xor(w1, p, q);
    xor(sum, w1, cin);
    and(w2, p, q);
    and(w3, p, cin);
    and(w4, q, cin);
    or(cout, w2, w3, w4);
endmodule
`timescale 1ns / 1ps
module Hadamard(
    input signed [15:0] a0, a1, a2, a3,
    output signed [15:0] g0, g1, g2, g3
    );
    wire signed [15:0] i0, i1, i2, i3, i4, i5, i6, i7;
    Adder A1 ( .p(a0), .q(a1), .cin(1'd0), .cout(), .sum(i0));
    Adder A2 ( .p(i0), .q(a2), .cin(1'd0), .cout(), .sum(i1));
    Adder A3 ( .p(i1), .q(a3), .cin(1'd0), .cout(), .sum(g0));
   Adder S1 ( .p(a0), .q(a1), .cin(1'd1), .cout(), .sum(i2));
    Adder A4 ( .p(i2), .q(a2), .cin(1'd0), .cout(), .sum(i3));
    Adder S2 ( .p(i3), .q(a3), .cin(1'd1), .cout(), .sum(g1));
    Adder A5 ( .p(a0), .q(a1), .cin(1'd0), .cout(), .sum(i4));
    Adder S3 ( .p(i4), .q(a2), .cin(1'd1), .cout(), .sum(i5));
    Adder S4 ( .p(i5), .q(a3), .cin(1'd1), .cout(), .sum(g2));
    Adder S5 ( .p(a0), .q(a1), .cin(1'd1), .cout(), .sum(i6));
    Adder S6 ( .p(i6), .q(a2), .cin(1'd1), .cout(), .sum(i7));
    Adder A6 ( .p(i7), .q(a3), .cin(1'd0), .cout(), .sum(g3));
endmodule 
`timescale 1ns / 1ps
module Multiplication(
    input signed [15:0] a,
    input signed [15:0] b,
    output reg signed [15:0] out    
);
    reg signed [15:0] accm;
    reg signed [15:0] tempb;
    reg signed [16:0] sum;
    reg signed carry;
    integer i;
    reg [31:0] temmmp;
    always @(*) begin
        accm = 0;
        tempb = b;
        carry = 0;
        for (i = 0; i < 16; i = i + 1) begin
            if (tempb[0] == 0) begin
                tempb = {accm[0], tempb[15:1]};
                accm = {carry, accm[15:1]};
            end
            else begin
                sum = accm + a;
                carry = sum[16];
                accm = sum[15:0];
                tempb = {accm[0], tempb[15:1]};
                accm = {carry, accm[15:1]};
            end
        end
         temmmp= {accm, tempb};
         out=temmmp[15:0];
    end
endmodule
`timescale 1ns / 1ps
module Algorithmic_Multiplier(
    input signed [15:0] b0, b1, b2, b3,
    input signed [15:0] x0, x1, x2, x3,
    output signed [15:0] y0, y1, y2, y3
    );
    wire signed [15:0] s0, s1, s2, s3;
    wire signed [15:0] s4, s5, s6, s7;
    wire signed [15:0] w0, w1, w2, w3;
    wire signed [15:0] z0, z1, z2, z3;
    wire signed [15:0] m0, m1, m2, m3, m4, m5, m6, m7;
    wire signed [15:0] n0, n1, n2, n3;
    Hadamard H1( .a0(x0), .a1(x1), .a2(x2), .a3(x3),
                       .g0(w0), .g1(w1), .g2(w2), .g3(w3)
                      );   
    Hadamard H2( .a0(b0), .a1(b1), .a2(b2), .a3(b3),
                       .g0(s0), .g1(s1), .g2(s2), .g3(s3)
                      ); 
   assign s4 = b1 <<< 1;
   assign s5 = b3 <<< 1;
   assign s6 = b2 <<< 1;
   assign s7 = b0 <<< 1;
    Multiplication M0 ( .a(s0), .b(w0),.out(m0));
    Multiplication M1 ( .a(s1), .b(w1),.out(m1));
    Multiplication M2 ( .a(s2), .b(w2),.out(m2));
    Multiplication M3 ( .a(s3), .b(w3),.out(m3));
    Multiplication M4 ( .a(s6), .b(x1),.out(m4));
    Multiplication M5 ( .a(s4), .b(x3),.out(m5));
    Multiplication M6 ( .a(s5), .b(x2),.out(m6));
    Multiplication M7 ( .a(s7), .b(x0),.out(m7));
    Hadamard H3( .a0(m0), .a1(m1), .a2(m2), .a3(m3),
                       .g0(z0), .g1(z1), .g2(z2), .g3(z3)
                      );
   assign n0 = z0 >>> 2;
   assign n1 = z1 >>> 2;
   assign n2 = z2 >>> 2;
   assign n3 = z3 >>> 2;
    Adder S0 ( .p(m7), .q(n0), .cin(1'd1), .sum(y0), .cout());
    Adder S1 ( .p(n3), .q(m4), .cin(1'd1), .sum(y3), .cout());
    Adder S2 ( .p(n2), .q(m5), .cin(1'd1), .sum(y2), .cout());
    Adder S4 ( .p(n1), .q(m6), .cin(1'd1), .sum(y1), .cout());
endmodule
```
`design/flow/run.sh`:
```
#!/bin/bash
# OpenROAD 26Q1-2900-gdf79404cd8, Yosys 0.63+post, stock flow scripts
make -C /OpenROAD-flow-scripts/flow DESIGN_CONFIG=/design/flow/config.mk WORK_HOME=/design/flow/orfs finish
```
==> results.py <==
# Generated from Yosys and OpenROAD reports
metrics = {
    "final_layout": {
        "layout.core_utilization": 0.643,
        "design.seq.count": 0,
        "mostFrequentLayoutCell": "sky130_fd_sc_hd__buf_4",
        "most-common-layout-cells": "sky130_fd_sc_hd__buf_4 (1193), sky130_fd_sc_hd__inv_1 (872), sky130_fd_sc_hd__ha_1 (720)",
        "final-instance-count-excl-fill": 9275,
        "area.growth.synth_to_final_pct": 27.4,
        "register_area_um2": 0,
        "fin_area_um2": 67700,
        "nClkBuffers": 0,
        "share_of_cells_above_drive_strength_1": 0.245,
    },
    "critical_path": {
        "startpoint_type": "input port",
        "worst-path-max-fanout": 4,
        "crit_path_top_delay_cell": "sky130_fd_sc_hd__fa_2",
        "most_used_cell_along_the_critical_path": "sky130_fd_sc_hd__xnor2_1",
        "crit_arrival_ps": 30270,
        "critPathRequiredTime_ps": 29120,
        "timing.critical_path.buf_inv": 16,
        "critical-path-max-stage-delay_ps": 660,
        "critPathTopFamily": "adder cells",
        "crit_path_class": "in -> out",
        "endpoint_class_of_the_critical_path": "output port",
    },
    "synthesis": {
        "netlist.top_cell.by_area": "sky130_fd_sc_hd__fa_1",
        "synth_warnings": 1,
        "yosys_cells": 6684,
        "post_synth_main_area_contributors": "sky130_fd_sc_hd__fa_1 (21%), sky130_fd_sc_hd__ha_1 (19%), sky130_fd_sc_hd__xnor2_1 (8.9%)",
        "postSynthCellCount": 6684,
        "synthDistinctLibCells": 81,
        "post_synth_instance_area_um2": 53100,
        "syn-mean-instance-area_um2": 7.95,
        "fraction_of_synthesized_cell_area_taken_by_the_top_area_cell_type": 0.212,
        "yosys_area_um2": 53100,
        "ys_seq_frac": 0,
    },
    "hold_path": {
        "min_path_type": "in -> out",
        "hold_path_startpoint": "b3[13]",
        "worst_hold_path.endpoint": "y1[15]",
        "hold_depth": 7,
    },
    "die": {
        "die_x_size_um": 328,
        "die.size.y_um": 328,
        "design.portCount": 192,
        "chip_area_um2": 108000,
        "fp-row-count": 119,
        "core_area_um2": 105000,
        "floorplan.initialDensity": 0.505,
    },
    "timing": {
        "timing.final.crit_share": 1.03,
        "slew_headroom": 0.370,
        "worstMarginPinSlew_ps": 942,
        "grt_setup_unrepaired": "true",
        "fin_worst_hold_slack_ps": 15700,
        "timing.fmax_mhz": 26.6,
        "finalCriticalPeriod_ps": 37550,
        "finalSetupViolCount": 3,
        "finalWorstSetupSlack_ps": -1150,
        "final-max-slew-violation-count": 0,
        "finalHoldViolCount": 0,
    },
    "routing": {
        "vias_per_cell": 5.41,
        "wirelength_mm": 188,
        "detailed_route_via_count": 50201,
        "dr.pass1.iters": 5,
        "routedWlPerCell_um": 20.2,
        "drtAntennaViolNets": 0,
        "initialDrtViolationCount": 2763,
        "detail_route.drc_violations": 0,
    },
    "flow_run": {
        "max_cap_violations": 0,
        "log.warning_count": 46,
    },
    "placed_design": {
        "dp_hpwl_mm": 164,
        "placed_cell_area_um2": 64800,
        "dpl.cell_count": 9156,
        "place.port_buffers": 192,
        "place.gp.congestion": 1.07,
    },
    "cts": {
        "holdBufCountCts": 0,
    },
    "grt": {
        "global_route.usage.total": 0.364,
        "grt_antenna_before_repair": 13,
        "grt_pass1_vias": 48645,
        "grt_start_max_net_pins": 30,
        "wire_length_of_the_first_global_routing_pass_mm": 286,
        "overflow": 0,
    },
    "status": {
        "outcome": "complete, but fails checks",
        "failed_checks": "setup timing",
    },
}
[logic make-up (layout without fill, tap and decap cells)]
group	Yosys count	count (layout)	share of synthesized area
multiplexers	286	286	0.0588
buffers and inverters	1121	2319	0.0837
AND/OR/NAND/NOR	1381	1381	0.117
AND-OR/OR-AND	1797	1797	0.212
adder cells (fa/ha/maj)	1374	1374	0.403
other	0	2	0
XOR/XNOR	725	725	0.125
[worst max-delay path by stage]
stage	end	cells after the start	slack (ps)	start
5_1_grt	y3[15]	111	-2230	b0[1]
4_1_cts	y2[15]	107	-1120	b0[1]
6_report	y3[15]	107	-1150	b0[1]
[tightest hold or removal path, cell delays in order]
cell and delay [ps]:
sky130_fd_sc_hd__clkdlybuf4s50_1 390, sky130_fd_sc_hd__buf_4 200, sky130_fd_sc_hd__xnor2_1 150, sky130_fd_sc_hd__nand2_1 110, sky130_fd_sc_hd__xnor2_2 120, sky130_fd_sc_hd__xnor2_1 60
sky130_fd_sc_hd__buf_2 100
[per-stage QoR]
| stage | setup TNS (ps) | worst slack (ps) |
|---|---|---|
| floorplan | -414 | -154 |
| global placement | -11220 | -2630 |
| detailed placement | -11070 | -2650 |
| CTS | -3040 | -1120 |
| global route | -6450 | -2230 |
| finish | -3000 | -1150 |
[synthesized netlist by cell type, drive strengths merged, types with 22 or more instances]
cell / number
a211oi: 33
and2: 69
mux2i: 77
xor2: 167
clkbuf: 130
buf: 81
o31ai: 51
o211ai: 22
nand2b: 83
a21oi: 585
fa: 563
nand2: 433
xnor2: 538
a21o: 212
inv: 897
nor2: 508
or3: 24
ha: 810
a31oi: 38
a21boi: 40
o21a: 84
nor3: 62
o21ai: 398
o21bai: 160
nor2b: 66
mux2: 209
nand3: 37
[final cells by class]
cell class,instances,area [um^2]
Antenna cell,2,5.00
Tap cell,1391,1740
Multi-Input combinational cell,5563,51200
Inverter,910,3420
Timing Repair Buffer,1409,11300
Fill cell,8867,37600
[routing by layer]
layer	GRT usage	vias to the layer above	share of wire
met5	0	-	0.00069
met4	0.112	18	0.040
met3	0.107	260	0.084
met2	0.557	1205	0.44
met1	0.506	23522	0.44
li1	-	25196	-
[repair_timing]
action,CTS,global route
setup buffers,96,23
endpoints found under the setup margin,12,12
gates resized,327,94
pin swaps,225,71
