[./config.mk]
export PLATFORM = sky130hd
export DESIGN_NAME = SimpleQuaternion_mul
export DESIGN_NICKNAME = SimpleQuaternion_mul
export VERILOG_FILES = /design/flow/design.v
export SDC_FILE = /design/flow/constraint.sdc
export NUM_CORES = 4
export LEC_CHECK = 1
export CORE_UTILIZATION = 40
[./constraint.sdc]
current_design SimpleQuaternion_mul

set clk_period 19.7
set clk_io_pct 0.2

create_clock -name clk0 -period $clk_period [get_ports {clk}]

set non_clock_inputs [all_inputs -no_clocks]
set_input_delay [expr $clk_period * $clk_io_pct] -clock clk0 $non_clock_inputs
set_output_delay [expr $clk_period * $clk_io_pct] -clock clk0 [all_outputs]
[./design.v]
`timescale 1ns / 1ps
module Adder(
    input signed [15:0] p,
    input signed [15:0] q,
    input signed cin,
    output signed [15:0] sum,
    output signed cout
);
    wire [15:0] t;
    assign t={16{cin}} ^q ;
    wire signed [15:0] carry;
    Full_Adder FA0 (
        .p(p[0]),
        .q(t[0]),
        .cin(cin),
        .sum(sum[0]),
        .cout(carry[0])
    );
    genvar i;
    generate
        for (i = 1; i < 16; i = i + 1) begin : full_adder_chain
            Full_Adder FA (
                .p(p[i]),
                .q(t[i]),
                .cin(carry[i-1]),
                .sum(sum[i]),
                .cout(carry[i])
            );
        end
    endgenerate
    assign cout = carry[15];
endmodule
`timescale 1ns / 1ps
module Full_Adder(   
	input signed p,
    input signed q,
    input signed cin,
    output signed cout,
    output signed sum
    );
    wire signed w1, w2, w3, w4;
    xor(w1, p, q);
    xor(sum, w1, cin);
    and(w2, p, q);
    and(w3, p, cin);
    and(w4, q, cin);
    or(cout, w2, w3, w4);
endmodule
`timescale 1ns / 1ps
module Multiplication(
    input signed [15:0] a,
    input signed [15:0] b,
    output reg signed [15:0] out    
);
    reg signed [15:0] accm;
    reg signed [15:0] tempb;
    reg signed [16:0] sum;
    reg signed carry;
    integer i;
    reg [31:0] temmmp;
    always @(*) begin
        accm = 0;
        tempb = b;
        carry = 0;
        for (i = 0; i < 16; i = i + 1) begin
            if (tempb[0] == 0) begin
                tempb = {accm[0], tempb[15:1]};
                accm = {carry, accm[15:1]};
            end
            else begin
                sum = accm + a;
                carry = sum[16];
                accm = sum[15:0];
                tempb = {accm[0], tempb[15:1]};
                accm = {carry, accm[15:1]};
            end
        end
         temmmp= {accm, tempb};
         out=temmmp[15:0];
    end
endmodule
module SimpleQuaternion_mul(
    input signed [15:0] x0, x1, x2, x3,
    input signed [15:0] b0, b1, b2, b3,
    input clk,
    output reg signed [15:0] y0, y1, y2, y3
);
wire signed [15:0] O0, O1, O2, O3;
wire signed [15:0] O4, O5, O6, O7;
wire signed [15:0] O8, O9, O10, O11;
wire signed [15:0] O12, O13, O14, O15;
Multiplication M0  (.a(x0), .b(b0), .out(O0));
Multiplication M1  (.a(x1), .b(b1), .out(O1));
Multiplication M2  (.a(x2), .b(b2), .out(O2));
Multiplication M3  (.a(x3), .b(b3), .out(O3));
Multiplication M4  (.a(x0), .b(b1), .out(O4));
Multiplication M5  (.a(x1), .b(b0), .out(O5));
Multiplication M6  (.a(x2), .b(b3), .out(O6));
Multiplication M7  (.a(x3), .b(b2), .out(O7));
Multiplication M8  (.a(x0), .b(b2), .out(O8));
Multiplication M9  (.a(x1), .b(b3), .out(O9));
Multiplication M10 (.a(x2), .b(b0), .out(O10));
Multiplication M11 (.a(x3), .b(b1), .out(O11));
Multiplication M12 (.a(x0), .b(b3), .out(O12));
Multiplication M13 (.a(x1), .b(b2), .out(O13));
Multiplication M14 (.a(x2), .b(b1), .out(O14));
Multiplication M15 (.a(x3), .b(b0), .out(O15));
reg signed [15:0] m0, m1, m2, m3;
reg signed [15:0] m4, m5, m6, m7;
reg signed [15:0] m8, m9, m10, m11;
reg signed [15:0] m12, m13, m14, m15;
always @(posedge clk) begin
    m0  <= O0;   m1  <= O1;   m2  <= O2;   m3  <= O3;
    m4  <= O4;   m5  <= O5;   m6  <= O6;   m7  <= O7;
    m8  <= O8;   m9  <= O9;   m10 <= O10;  m11 <= O11;
    m12 <= O12;  m13 <= O13;  m14 <= O14;  m15 <= O15;
end
wire signed [31:0] t0, t1, t2, t3;
Adder A0 (.p(m1),  .q(m2),   .cin(1'd0), .sum(t0), .cout());
Adder A1 (.p(m4),  .q(m5),   .cin(1'd0), .sum(t1), .cout());
Adder A2 (.p(m8),  .q(m10),  .cin(1'd0), .sum(t2), .cout());
Adder A3 (.p(m12), .q(m13),  .cin(1'd0), .sum(t3), .cout());
reg signed [15:0] T0, T1, T2, T3;
reg signed [15:0] m0_R, m3_R, m6_R, m7_R;
reg signed [15:0] m9_R, m11_R, m14_R, m15_R;
always @(posedge clk) begin
    T0 <= t0;   T1 <= t1;   T2 <= t2;   T3 <= t3;
    m0_R  <= m0;    m3_R  <= m3;    m6_R  <= m6;    m7_R  <= m7;
    m9_R  <= m9;    m11_R <= m11;   m14_R <= m14;   m15_R <= m15;
end
wire signed [31:0] t4, t5, t6, t7;
Adder A4 (.p(T0),  .q(m3_R),   .cin(1'd0), .sum(t4), .cout());
Adder A5 (.p(T1),  .q(m6_R),   .cin(1'd0), .sum(t5), .cout());
Adder A6 (.p(T2),  .q(m11_R),  .cin(1'd0), .sum(t6), .cout());
Adder A7 (.p(T3),  .q(m15_R),  .cin(1'd0), .sum(t7), .cout());
reg signed [15:0] T4, T5, T6, T7;
reg signed [15:0] m0_r1, m7_r1, m9_r1, m14_r1;
always @(posedge clk) begin
    T4 <= t4;    T5 <= t5;    T6 <= t6;    T7 <= t7;
    m0_r1  <= m0_R;   m7_r1  <= m7_R;
    m9_r1  <= m9_R;   m14_r1 <= m14_R;
end
wire signed [31:0] y0_wire, y1_wire, y2_wire, y3_wire;
    Adder S0 (.p(m0_r1),  .q(T4),    .cin(1'd1), .sum(y0_wire), .cout());
   Adder S1 (.p(T5),     .q(m7_r1), .cin(1'd1), .sum(y1_wire), .cout());
   Adder S2 (.p(T6),     .q(m9_r1), .cin(1'd1), .sum(y2_wire), .cout());
   Adder S3 (.p(T7),     .q(m14_r1),.cin(1'd1), .sum(y3_wire), .cout());
always @(posedge clk) begin
    y0 <= y0_wire;
    y1 <= y1_wire;
    y2 <= y2_wire;
    y3 <= y3_wire;
end
endmodule
[./run.sh]
#!/bin/bash
# OpenROAD 26Q1-2900-gdf79404cd8, Yosys 0.63+post, stock flow scripts
make -C /OpenROAD-flow-scripts/flow DESIGN_CONFIG=/design/flow/config.mk WORK_HOME=/design/flow/orfs finish
==> flow_summary.json <==
{
  "gp_congestion": 1.044,
  "viasPerCell": 5.462,
  "slowest_stage": "fa_1",
  "fin_skew_ns": 0.09374,
  "antenna_found_initial": 57,
  "irDropWorstVdd_uv": 187.9,
  "worstHoldPathCells": 0,
  "hpwl_um": 394900,
  "ys_area_um2": 110100,
  "slowest_delay_ns": 0.47,
  "finalNonFillerCells": 20970,
  "synthMostInstantiatedCell": "ha_1",
  "fin_area_um2": 149400,
  "period_used_pct": 96.99,
  "fin_util_pct": 54.59,
  "ant_nets": 0,
  "postSynth.asyncResetShare_pct": 0,
  "dieArea_um2": 277400,
  "yosysWarnings": 14,
  "crit_top_cell": "xnor2_1",
  "rsz0062_at_grt": "yes",
  "grt_pass1_wl_um": 692600,
  "core-area_um2": 273600,
  "cts_tree": "built",
  "drtIter0Drc": 7748,
  "grt_max_degree": 59,
  "dp.cells": 20490,
  "fp.dieW_um": 526.7,
  "flop_area_um2": 12810,
  "cts-root-buf": "clkbuf_16",
  "hold_slack_ns": 0.2729,
  "synth_seq_share_pct": 11.64,
  "hold_buffers": 0,
  "min_period_ns": 19.11,
  "synth-main-ff-cell": "dfxtp_1",
  "ys_ff": 640,
  "status": "finished, final reports clean",
  "htree_levels": 3,
  "vias": 114600,
  "synth_area_leader_cell": "ha_1",
  "slew_headroom_pct": 34.15,
  "grtUsageTotal_pct": 34.71,
  "drt-total-wl_um": 483600,
  "required_ns": 20.32,
  "wl_per_cell_um": 23.06,
  "numCtsBuffers": 82,
  "io_pins": 193,
  "maxCapViolations": 0,
  "critical_path_class": "input pin to flop",
  "max_freq_mhz": 52.34,
  "die_h_um": 526.7,
  "min_path_type": "flop to flop",
  "grt.overflow.total": 0,
  "remaining_drc_errors": 0,
  "clock.latency.late_pin_ns": 0.77,
  "hold_viol_final": 0,
  "fp_util_pct": 40.24,
  "leakage_uw": 0.07191,
  "endpoint_kind": "flop",
  "logic_area_um2": 97190,
  "yosysCellCount": 14030,
  "numPortBuffers": 192,
  "cts_num_sinks": 640,
  "syn_area_per_cell_um2": 7.847,
  "netlist_instances": 14030,
  "worst_pin_slew_ns": 0.9841,
  "syn_area_um2": 110100,
  "cts_buffer_depth": 3,
  "row_count": 192,
  "place_area_um2": 138600,
  "top_cells_by_count": "1708 x ha_1, 1385 x nand2_1, 1143 x a21oi_1",
  "critPathMaxFanout": 4,
  "synthTopCellsByArea": "ha_1 19%, dfxtp_1 12%, xnor2_1 8.0%",
  "first_pass_iters": 6,
  "yosysUniqueCellTypes": 92,
  "pwr_density_cell_nw_per_um2": 238.7,
  "slew_viol_final": 0,
  "rr_worst_depth": 18,
  "layout-drive-gt1-share_pct": 29.50,
  "clkSlewWorstSetupHoldPaths_ns": 0.07,
  "cp.arrival_ns": 19.72,
  "setup_viol": 0,
  "area_delta_synth_final_pct": 35.66,
  "startpoint_type": "input pin",
  "first_global_vias": 105700,
  "fin_tns_setup_ns": 0,
  "edf_count": 0,
  "top_area_share_pct": 19.41,
  "fill_cells": 24620,
  "warnings": 76
}
critical path, delay by kind of cell:
family / cells / cell delay (ns)
AND-OR/OR-AND: 23 / 4.15
multiplexers: 3 / 0.82
buffers and inverters: 9 / 1.24
XOR/XNOR: 20 / 3.28
adder cells (fa/ha/maj): 15 / 4.82
AND/OR/NAND/NOR: 14 / 1.42
worst paths after layout:
check / start / endpoint / slack [ns]
max reg2reg: T5[0] / y1[15] / 12.14
min reg2reg: m11[5] / m11_R[5] / 0.27
min: m11[5] / m11_R[5] / 0.27
max: x3[1] / m11[15] / 0.59
cell families (layout without fill, tap and decap cells):
logic type | after synthesis | in the layout | synth area share, %
xor gates and xnor gates | 1470 | 1470 | 11.97
other | 0 | 134 | 0
buffers and inverters | 1523 | 4740 | 5.209
and+or+nand+nor | 3571 | 3571 | 15.01
adders and majority gates | 2094 | 2094 | 26.34
AOI/OAI and AO/OA | 4135 | 4135 | 23.95
DFF | 640 | 640 | 11.64
muxes | 599 | 599 | 5.896
cells in the final DEF (no fill, tap or decap), drive strengths merged, types with 391 or more instances in the layout:
master,Yosys,final
a21oi,1145,1145
a21o,511,511
xnor2,1002,1002
buf,96,3429
mux2,391,391
inv,1039,1049
nor2,851,851
xor2,446,446
dfxtp,640,640
nand2,1385,1385
o21ai,1040,1040
ha,1708,1708
what timing repair did:
action | CTS | global route
cloned | 1 | 6
endpoints found under the setup margin | 9 | 16
setup buffers | 5 | 181
resized | 52 | 1448
pin swaps | 7 | 430
area by class of cell:
class	count	share of cell area (%)
diodes	134	0.2245
repair buffers	3537	18.47
flip-flops and latches	640	8.577
well taps	3589	3.006
clock inverters	56	0.5503
multi-input cells	11870	65.06
clock buffers	95	1.453
inverters	1052	2.653
routing by layer:
| metal | part of all wire [%] | global-route usage, % | wire length [um] | vias to the layer above |
|---|---|---|---|---|
| met3 | 9.1 | 8.350 | 43850 | 888 |
| met1 | 42 | 46.52 | 202100 | 53840 |
| met5 | 0.033 | 0.08658 | 160 | - |
| met2 | 43 | 52.96 | 205900 | 3572 |
| met4 | 6.5 | 16.27 | 31670 | 24 |
| li1 | - | - | - | 56230 |
metrics by stage:
step | setup WS (ns) | total power, uW
2_1_floorplan | -0.002000 | 20090
3_3_place_gp | -1.125 | 31100
3_5_place_dp | -1.165 | 31260
4_1_cts | 0.0006413 | 33280
5_1_grt | -0.1991 | 38840
6_report | 0.5933 | 35650
where the power goes:
part / switching [uW] / internal (uW)
sequential: 542 / 2000
combinational: 14900 / 16500
clock: 737 / 972
Power figures rest on the tool's default switching activity, not on a simulated workload.
